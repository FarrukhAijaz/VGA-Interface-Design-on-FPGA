`./config.mk`:
```
export PLATFORM = sky130hd
export DESIGN_NAME = writing
export DESIGN_NICKNAME = writing
export VERILOG_FILES = /design/flow/design.v
export SDC_FILE = /design/flow/constraint.sdc
export NUM_CORES = 4
export LEC_CHECK = 1
export CORE_UTILIZATION = 50
```
`./constraint.sdc`:
```
current_design writing

set clk_period 3.6
set clk_io_pct 0.2

create_clock -name clk0 -period $clk_period [get_ports {clk}]

set non_clock_inputs [all_inputs -no_clocks]
set_input_delay [expr $clk_period * $clk_io_pct] -clock clk0 $non_clock_inputs
set_output_delay [expr $clk_period * $clk_io_pct] -clock clk0 [all_outputs]
```
`./design.v`:
```
module writing(data,reading,count1,count2,count3,count4,drop1,drop2,drop3,drop4,buffer1,buffer2,buffer3,buffer4,clk);
	input clk;
	input [3:0] data;
	input [3:0]reading;
	output reg [2:0]count1,count2,count3,count4;
	output reg [15:0] drop1,drop2,drop3,drop4;
	output reg [11:0] buffer1,buffer2,buffer3,buffer4;
	always@(posedge clk) begin
		case(data[3:2])
			2'd0:begin 
			if (count1<6 && reading[0]==0)begin
				buffer1[count1]<=data[0];
				buffer1[count1+1]<=data[1];
				count1<=count1+1;
				end
			else if (count1<6 && reading[0]==1)begin
				buffer1[count1]<=data[0];
				buffer1[count1+1]<=data[1];
				count1<=count1;
				buffer1<=buffer1<<2;
				end
			else if (count1==6 && reading[0]==0)begin
				count1<=3'd6;
				drop1<=drop1+1;
				buffer1<=buffer1<<2;
				buffer1[10]<=data[0];
				buffer1[11]<=data[1];
				end
			else if (count1==6 && reading[0]==1) begin
				count1<=3'd6;
				drop1<=drop1;
				buffer1<=buffer1<<2;
				buffer1[10]<=data[0];
				buffer1[11]<=data[1];
				end
			end
			2'd1:begin
			if (count2<6 && reading[1]==0)begin
				buffer2[count2]<=data[0];
				buffer2[count2+1]<=data[1];
				count2<=count2+1;
				end
			else if (count2<6 && reading[1]==1)begin
				buffer2[count2]<=data[0];
				buffer2[count2+1]<=data[1];
				count2<=count2;
				buffer2<=buffer2<<2;
				end
			else if (count2==6 && reading[1]==0)begin
				count2<=3'd6;
				drop2<=drop2+1;
				buffer2<=buffer2<<2;
				buffer2[10]<=data[0];
				buffer2[11]<=data[1];
				end
			else if (count1==6 && reading[1]==1) begin
				count2<=3'd6;
				drop2<=drop2;
				buffer2<=buffer2<<2;
				buffer2[10]<=data[0];
				buffer2[11]<=data[1];
				end
			end
			2'd2:begin
			if (count3<6 && reading[2]==0)begin
				buffer3[count3]<=data[0];
				buffer3[count3+1]<=data[1];
				count3<=count3+1;
				end
			else if (count3<6 && reading[2]==1)begin
				buffer3[count3]<=data[0];
				buffer3[count3+1]<=data[1];
				count3<=count3;
				buffer3<=buffer3<<2;
				end
			else if (count3==6 && reading[2]==0)begin
				count3<=3'd6;
				drop3<=drop3+1;
				buffer3<=buffer3<<2;
				buffer3[10]<=data[0];
				buffer3[11]<=data[1];
				end
			else if (count3==6 && reading[2]==1) begin
				count3<=3'd6;
				drop3<=drop3;
				buffer3<=buffer3<<2;
				buffer3[10]<=data[0];
				buffer3[11]<=data[1];
				end
			end
			2'd3:begin
			if (count4<6 && reading[3]==0)begin
				buffer4[count4]<=data[0];
				buffer4[count4+1]<=data[1];
				count4<=count4+1;
				end
			else if (count4<6 && reading[3]==1)begin
				buffer4[count4]<=data[0];
				buffer4[count4+1]<=data[1];
				count4<=count4;
				buffer4<=buffer4<<2;
				end
			else if (count4==6 && reading[3]==0)begin
				count4<=3'd6;
				drop4<=drop4+1;
				buffer4<=buffer4<<2;
				buffer4[10]<=data[0];
				buffer4[11]<=data[1];
				end
			else if (count4==6 && reading[3]==1) begin
				count4<=3'd6;
				drop4<=drop4;
				buffer4<=buffer4<<2;
				buffer4[10]<=data[0];
				buffer4[11]<=data[1];
				end
			end
	endcase
	end
endmodule
```
`./run.sh`:
```
#!/bin/bash
# OpenROAD 26Q1-2900-gdf79404cd8, Yosys 0.63+post, stock flow scripts
make -C /OpenROAD-flow-scripts/flow DESIGN_CONFIG=/design/flow/config.mk WORK_HOME=/design/flow/orfs finish
```
==> run_results.csv <==
group,metric,value,unit
place,post-place-ws,435,ps
synth,synth.cellmix.simpleShare,19.3,%
global_route,grt_use_met1,39.7,%
cts,cts_hold_buffers,0,
timing,slew_headroom,49.3,%
synth,synth_area_per_cell,10.1,sq um
finish,stdcell_count,1140,
run,drv_cap,0,
cts,insertion_delay,420,ps
floorplan,die_area,0.0164,sq mm
routing,vias,6648,
global_route,grt_pass1_wl,30900,um
synth,netlist_top_cells_area,"edfxtp_1, ha_1, xnor2_1",
synth,ys_ff,124,
timing,setup_viol,0,
timing,fin_ws,360,ps
global_route,first_global_vias,6124,
global_route,overflow,0,
floorplan,die_y,128,um
synth,top_area_share,46.8,%
routing,viasPerCell,5.83,
finish,num-fill-cells,1164,
worst_setup_path,worstPathArrival,3400,ps
floorplan,fp.dieW,128,um
place,io_buffers,132,
synth,netlist_area,0.00795,sq mm
global_route,grt_max_degree,34,
cts,cts-root-buf,"clkbuf_16",
cts,cts.path.max_buffers,2,
routing,drc_errors,0,
global_route,antenna_found_initial,0,
synth,yosys.area.top_type,"edfxtp_1",
timing,worstMarginPinSlew,760,ps
synth,synth-async-reset-ratio,0,%
power,p_leak,3.73,nW
worst_setup_path,rr_worst_depth,10,
synth,yosysChipArea,0.00795,sq mm
synth,edf_count,124,
place,place_congestion,0.936,
floorplan,num_rows,45,
worst_setup_path,critPathMaxFanout,14,
worst_setup_path,max_stage_delay,620,ps
floorplan,core_area,0.0154,sq mm
cts,cts_tree,"done",
global_route,grtUsageMet2,37.6,%
place,dp_hpwl,13200,um
cts,cts_buffers,17,
cts,cts.sinks,124,
worst_setup_path,r2r_slack,360,ps
timing,skew,7.90,ps
routing,drtAntennaViolNets,0,
timing,fin_tns_setup,0,ps
timing,fin_crit,3240,ps
place,postPlaceCellArea,0.00953,sq mm
run,warnings,50,
power,peakVddDrop,0.336,mV
cts,cts_setup_buffers,0,
finish,most-common-layout-cells,"clkdlybuf4s50_1, edfxtp_1, nor2_1, nand2_1, nand3_1",
floorplan,fp-utilization,51.7,%
worst_setup_path,reg2reg_from,"count3[0]$_SDFFCE_PN0P_",
floorplan,io_pins,133,
timing,drv_slew,0,
place,dp_cells,1108,
synth,synthAdderAreaFrac,5.98,%
synth,xor_share,8.09,%
timing,post-route-period-util,90.0,%
finish,drive_gt1_share,7.53,%
synth,netlist_instances,785,
routing,first_pass_iters,4,
synth,ys_warn_count,1,
power,power_density,373,mW/mm^2
synth,mux_area_share,2.20,%
worst_setup_path,worstPathRequired,3760,ps
synth,ys_seq_share,46.8,%
worst_setup_path,regToRegEndpoint,"buffer3[8]$_DFFE_PP_",
synth,synth.cellmix.compoundShare,14.5,%
finish,layout_top_cell,"clkdlybuf4s50_1",
cts,path_clk_slew,60,ps
global_route,top_usage_layer,"met1",
routing,finalWirelength,19300,um
synth,topCombFamilyByArea,"simple AND/OR/NAND/NOR gates",
routing,diodes,0,
timing,hold-worst-slack,590,ps
global_route,grtUsageTotal,25.0,%
timing,rsz0062_at_grt,"no",
worst_setup_path,worstSetupStartpointType,"flip-flop",
min_path,hold_path_end,"drop4[15]$_DFFE_PP_",
routing,drt-initial-drc-count,297,
worst_setup_path,end_kind,"flip-flop",
finish,fin_util,66.1,%
timing,finalHoldViolCount,0,
timing,clock.fmax,309,MHz
routing,wl_per_cell,16.9,um
min_path,hold_depth,1,
finish,design_area,0.0102,sq mm
min_path,hp-class,"flip-flop to flip-flop",
cts,h-tree-depth,4,
synth,ys_cells,785,
cts,cts_resized,0,
synth,ys_types,62,
outcome,outcome,"complete, no violations",
worst_setup_path,path_class,"flip-flop to flip-flop",
global_route,gr-usage-met3,6.97,%
finish,area_growth,27.8,%
min_path,hp-start,"drop4[15]$_DFFE_PP_",
worst_setup_path,cp_slowest_cell,"edfxtp_1",
synth,synthFlopType,"edfxtp_1",
power,design_power_total,3.79,mW
worst_setup_path,path_cells,"inv_1 -> ha_1 -> nor2_1 -> and2_1 -> ha_1 -> inv_1 -> o32ai_2 -> o2111a_1 -> or3_1 -> a31oi_1",
==> final cells by class <==
type                            instances  area (sq um)  share of cell area [%]
Clock buffer                           17           425                    4.19
Tap cell                              211           264                    2.60
Timing Repair Buffer                  149          1450                    14.3
Multi-Input combinational cell        602          4010                    39.4
Sequential cell                       124          3720                    36.6
Inverter                               22          82.6                   0.813
Clock inverter                         15           210                    2.07
==> power breakdown <==
part	internal, mW	switching [mW]
clock	1.17	0.664
sequential	1.61	0.0322
combinational	0.142	0.166
total	2.93	0.862
==> flip-flops by register name (all words and copies together) (netlist names), 12 cells and up <==
| register | flops |
|---|---|
| buffer1 | 12 |
| buffer4 | 12 |
| buffer3 | 12 |
| drop1 | 16 |
| drop3 | 16 |
| drop4 | 16 |
| buffer2 | 12 |
| drop2 | 16 |
==> synth_stat cells (2+ instances only) <==
master / n
a211o_1: 6
a211oi_1: 9
a21bo_2: 5
a21boi_0: 6
a21o_1: 3
a21oi_1: 43
a221o_1: 6
a221oi_1: 6
a22o_1: 6
a22oi_1: 6
a31oi_1: 18
a32o_1: 3
a32oi_1: 9
a41oi_1: 2
and2_1: 6
and3_1: 15
and3b_1: 3
and4_1: 3
buf_2: 11
buf_4: 2
clkbuf_1: 23
edfxtp_1: 124
ha_1: 38
inv_1: 22
mux2_2: 4
mux2i_1: 13
nand2_1: 73
nand2b_1: 18
nand3_1: 47
nand3b_1: 3
nand4_1: 15
nor2_1: 86
nor2b_1: 6
nor3_1: 12
nor3b_1: 7
nor4b_1: 3
o2111ai_1: 2
o211ai_1: 4
o21a_1: 3
o21ai_0: 18
or2_2: 3
or3_1: 7
xnor2_1: 46
xor2_1: 22
==> worst max path at each step <==
stage | start | end | cells past startpoint
CTS | count3[0]$_SDFFCE_PN0P_ | buffer3[8]$_DFFE_PP_ | 10
global route | count3[0]$_SDFFCE_PN0P_ | buffer3[8]$_DFFE_PP_ | 10
finish | count3[0]$_SDFFCE_PN0P_ | buffer3[8]$_DFFE_PP_ | 10
==> worst max-delay path: cells and delay by family, from the launching register on <==
kind | cells | cell delay (ps)
buffers and inverters | 2 | 300
flip-flops | 1 | 620
AND/OR/NAND/NOR | 3 | 420
adder cells (fa/ha/maj) | 2 | 770
AND-OR/OR-AND | 3 | 880
==> metal layers <==
layer | wire, um | part of all wire [%] | up-vias
met5 | 46 | 0.24 | -
li1 | - | - | 3178
met2 | 8870 | 46 | 263
met3 | 1450 | 7.5 | 20
met1 | 8740 | 45 | 3185
met4 | 188 | 0.97 | 2
==> logic make-up after synthesis <==
logic type,after synthesis
XOR/XNOR,70
buffers and inverters,59
AND/OR/NAND/NOR,313
AND-OR/OR-AND,164
multiplexers,17
flip-flops,124
adder cells (fa/ha/maj),38
Power is estimated from default activity; no workload was simulated.
