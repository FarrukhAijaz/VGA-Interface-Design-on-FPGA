File: /design/flow/config.mk
export PLATFORM = sky130hd
export DESIGN_NAME = frequency_1Hz
export DESIGN_NICKNAME = frequency_1Hz
export VERILOG_FILES = /design/flow/design.v
export SDC_FILE = /design/flow/constraint.sdc
export NUM_CORES = 4
export LEC_CHECK = 1
export CORE_AREA = 10 10 90 90
export DIE_AREA = 0 0 100 100
File: /design/flow/constraint.sdc
current_design frequency_1Hz

set clk_period 6.0
set clk_io_pct 0.2

create_clock -name clk0 -period $clk_period [get_ports {clk}]

set non_clock_inputs [all_inputs -no_clocks]
set_input_delay [expr $clk_period * $clk_io_pct] -clock clk0 $non_clock_inputs
set_output_delay [expr $clk_period * $clk_io_pct] -clock clk0 [all_outputs]
File: /design/flow/design.v
module frequency_1Hz(clk,freq_hz);
	input clk;
	output reg freq_hz;
	reg [25:0] count;
	always @ (posedge clk)
	begin
		if (count>=25000000 && count<50000000)
			begin
			freq_hz<=1;
			count<=0;
			end
		else if (count<25000000)
			begin
			freq_hz<=0;
			count<=count+1'b1;
			end
	end
endmodule
File: /design/flow/run.sh
#!/bin/bash
# OpenROAD 26Q1-2900-gdf79404cd8, Yosys 0.63+post, stock flow scripts
make -C /OpenROAD-flow-scripts/flow DESIGN_CONFIG=/design/flow/config.mk WORK_HOME=/design/flow/orfs finish
==> results.json <==
{
  "setup_viol": 0,
  "synthFlopType": "dfxtp_1",
  "worst-setup-path-type": "reg2reg",
  "n_antenna_cell": 0,
  "netlist_instances": 176,
  "ir_drop_uv": 141.0,
  "async_flop_share": 0,
  "final_antenna_net_count": 0,
  "clk_latency_ps": 270,
  "antenna_found_initial": 0,
  "fp_util": 0.2314,
  "r2r_start": "count[7]$_SDFFE_PP0N_",
  "chipArea_um2": 10000,
  "dpl.hpwl_mm": 2.184,
  "syn_avg_cell_area_um2": 8.254,
  "cts_buffer_depth": 2,
  "cts_buffers": 3,
  "min_period_ps": 2463,
  "outcome": "complete, no violations",
  "synth_seq_share": 0.3721,
  "seqPwrFrac": 0.637,
  "path_clk_slew_ps": 90,
  "first_pass_iters": 4,
  "p_sw_frac": 0.1980,
  "critPathMaxFanout": 14,
  "leakagePower_nw": 0.5110,
  "port_buffers": 1,
  "timing.setup.tns_ps": 0,
  "drt-total-wl_mm": 2.984,
  "cp.arrival_ps": 2640,
  "num_vias": 1282,
  "top_area_frac": 0.3721,
  "hold_path_class": "reg2reg",
  "critPathMaxStageDelay_ps": 640,
  "internal-power_w": 0.0002255,
  "ys_types": 40,
  "placement_rows": 29,
  "gp_congestion": 0.7970,
  "fin_util": 0.2517,
  "warnings": 27,
  "clkSinkCount": 27,
  "yosys-top-cells-area": "dfxtp_1 (37%), nor2_1 (5.9%), a21oi_1 (4.1%)",
  "grt_pass1_wl_mm": 5.319,
  "grt_max_degree": 16,
  "ctsResizeCount": 0,
  "critPathSlowestCell": "o31ai_4",
  "wl_per_cell_um": 11.79,
  "min_from": "freq_hz$_SDFFE_PP1N_",
  "slew_viol_final": 0,
  "core_area_um2": 6277,
  "ys_ff": 27,
  "tightest_slew_ps": 687.0,
  "comb_power_share": 0,
  "htree_levels": 1,
  "syn_area_um2": 1453,
  "clock_tree.root_cell": "clkbuf_8",
  "drtIter0Drc": 34,
  "max-cap-violations": 0,
  "vias_per_cell": 5.067,
  "yosysTopAreaCell": "dfxtp_1",
  "areaGrowthSynthToFinish_pct": 8.786,
  "fmax_ghz": 0.4061,
  "crit_buf_inv": 0,
  "grt_util_all_layers": 0.06145,
  "drive_gt1_frac": 0.06250,
  "pin_count": 2,
  "fillers": 673,
  "postCtsSetupRepairBufs": 0,
  "setup.worst_path.end_class": "register",
  "skew_ps": 1.626,
  "cts_tree": "done",
  "period_used_share": 0.4104,
  "hold_buffers": 0,
  "edf_count": 0,
  "yosys_warnings": 1,
  "p_per_area_nw_per_um2": 177.9,
  "start_kind": "register",
  "drc_errors": 0,
  "ys_cells": 176,
  "die_w_um": 100,
  "p_switching_w": 0.00005568,
  "crit_path_cell_trace": "or4_4, o2111a_2, o31ai_4, nor2_1, a2111oi_4",
  "die_h_um": 100,
  "crit_start": "count[7]$_SDFFE_PP0N_",
  "clock_power_share": 0.363,
  "relSlewSlack": 0.5420,
  "synth_chip_area_um2": 1453,
  "cp.required_ps": 6180,
  "grt_pass1_vias": 1144,
  "grt_setup_unrepaired": "false",
  "timing.final.hold_violations": 0,
  "cp_top_family": "AND-OR/OR-AND gates",
  "grt_overflow": 0
}
-- worst reg2reg max path, cell delays in order (launching register included) --
cell and delay, ps:
dfxtp_1 370, or4_4 570, o2111a_2 310, o31ai_4 640, nor2_1 160, a2111oi_4 330
-- cell usage after synthesis, types with 2 or more instances --
library cell / count
buf_2: 2
o21a_1: 3
a31oi_1: 7
nand4_1: 7
ha_1: 2
o31ai_1: 3
clkbuf_1: 3
nand3_1: 8
and2_1: 4
a21o_1: 3
or4_1: 2
o2111ai_1: 2
a21oi_1: 12
nor4_1: 7
nor3_1: 7
o21ai_0: 5
and4_1: 3
and3_1: 7
nor2_1: 23
inv_1: 9
a2111oi_0: 3
dfxtp_1: 27
mux2i_1: 4
nand2_1: 7
-- per-stage QoR --
| step | cells | area (um2) | worst slack (ps) | power [W] | hold slack, ps |
|---|---|---|---|---|---|
| after global routing | 253 | 1580 | 3410 | 0.0002933 | 490.7 |
| after floorplan | 176 | 1453 | 3918 | 0.0001832 | 417.7 |
| final | 253 | 1580 | 3537 | 0.0002812 | 473.7 |
| after CTS | 253 | 1580 | 3519 | 0.0002868 | 480.0 |
| after detailed placement | 249 | 1534 | 3541 | 0.0001832 | 457.0 |
| after global placement | 249 | 1534 | 3549 | 0.0001832 | 447.2 |
-- final timing paths --
check / to / slack (ps) / cells past startpoint
min: freq_hz$_SDFFE_PP1N_ / 470 / 1
max: count[10]$_SDFFE_PP0N_ / 3540 / 5
max reg2reg: count[10]$_SDFFE_PP0N_ / 3540 / 5
min reg2reg: freq_hz$_SDFFE_PP1N_ / 470 / 1
-- area by class of cell --
| cell class | count | area [um2] | share of cell area |
|---|---|---|---|
| multi-input combinational | 133 | 838.3 | 0.5305 |
| inverter | 9 | 33.78 | 0.02138 |
| tap | 77 | 96.34 | 0.06097 |
| sequential | 27 | 540.5 | 0.3420 |
| timing repair buffer | 3 | 25.02 | 0.01584 |
| clock inverter | 1 | 5.005 | 0.003167 |
| clock buffer | 3 | 41.29 | 0.02613 |
-- logic make-up after synthesis --
logic type / synth area share
buffers and inverters: 0.05082
muxes: 0.02756
AOI/OAI and AO/OA: 0.2455
DFF: 0.3721
and+or+nand+nor: 0.2868
adders and majority gates: 0.01722
-- flip-flops by register name (all words and copies together) (netlist names) --
| signal | flops |
|---|---|
| freq_hz | 1 |
| count | 26 |
-- cells in the final DEF (no fill, tap or decap), drive strengths merged --
cell	n
a2111oi	4
a21o	3
a21oi	12
a22o	1
a31o	1
a31oi	7
a41o	1
a41oi	1
and2	4
and3	7
and4	3
buf	2
clkbuf	3
clkdlybuf4s50	1
clkinv	1
dfxtp	27
ha	2
inv	9
mux2i	4
nand2	7
nand3	8
nand4	7
nor2	23
nor2b	1
nor3	7
nor3b	1
nor4	7
o2111a	1
o2111ai	2
o211ai	1
o21a	3
o21ai	6
o22ai	1
o31ai	4
or3	1
or4	3
-- power by group through the flow --
stage | combinational [W] | clock (W) | sequential (W)
4_1_cts | 0.000000000268 | 0.000108 | 0.000179
5_1_grt | 0.000000000268 | 0.000114 | 0.000179
6_report | 0.000000000268 | 0.000102 | 0.000179
-- routing by layer --
metal	track usage	vias to the layer above	share of wire
met3	0.01110	2	0.023
li1	-	669	-
met2	0.1015	10	0.46
met1	0.08711	601	0.52
met4	0.001087	0	0.0017
met5	0	-	0
Power is estimated from default activity; no workload was simulated.
